### flow/config.mk
export PLATFORM = sky130hd
export DESIGN_NAME = clock_divider
export DESIGN_NICKNAME = clock_divider
export VERILOG_FILES = /design/flow/design.v
export SDC_FILE = /design/flow/constraint.sdc
export NUM_CORES = 4
export LEC_CHECK = 1
export CORE_AREA = 10 10 101 101
export DIE_AREA = 0 0 111 111
### flow/constraint.sdc
current_design clock_divider

set clk_period 5.4
set clk_io_pct 0.2

create_clock -name clk0 -period $clk_period [get_ports {clock}]

set non_clock_inputs [all_inputs -no_clocks]
set_input_delay [expr $clk_period * $clk_io_pct] -clock clk0 $non_clock_inputs
set_output_delay [expr $clk_period * $clk_io_pct] -clock clk0 [all_outputs]
### flow/design.v
module clock_divider (clock, reset, divided_clocks);
 input logic reset, clock;
 output logic [31:0] divided_clocks = 0;
 always_ff @(posedge clock) begin
 divided_clocks <= divided_clocks + 1;
 end
endmodule
### flow/run.sh
#!/bin/bash
# OpenROAD 26Q1-2900-gdf79404cd8, Yosys 0.63+post, stock flow scripts
make -C /OpenROAD-flow-scripts/flow DESIGN_CONFIG=/design/flow/config.mk WORK_HOME=/design/flow/orfs finish
==> deck_impl_summary.md <==
Implementation Results

Floorplan
  – Die W: 111 um
  – FP Rows: 33
  – Die Area: 12300 um^2
  – Core area: 8130 um^2
  – Num ports: 34
  – Die H: 111 um
  – Initial Utilization: 16.2%

Cells and area
  – Largest register by flop count: divided_clocks
  – Largest registers: divided_clocks (32)
  – Area Growth Syn to Fin: 40.5%
  – Number of fillers in the final layout: 879
  – Final Util: 22.8%
  – Number of flip-flops in the largest register: 32
  – Share of cells above drive strength 1: 10.4%

Global routing
  – Overflow after GRT: 0
  – GRT Overall Usage: 4.71%
  – Global-route wire length before repair: 4900 um
  – Largest net degree at the start of global routing: 12
  – Vias in the first global route: 949
  – Initial antenna violation count: 0

Drt
  – WL met1: 1400 um
  – Via density: 3.61
  – DRC: 0
  – Routed WL per cell: 11.1 um
  – Diodes inserted: 0
  – DRT antenna net count: 0
  – Met2 WL post-DR: 1210 um
  – DR WL met3: 346 um
  – Vias: 968
  – Detailed Route WL: 2970 um
  – DRT Pass-1 Iters: 4
  – Max Used Layer: met4
  – DR iter-0 viols: 23

Logic synthesis
  – Top-area cell share: 48.6%
  – Mapped Area: 1320 um^2
  – Synth area leader: dfxtp_1
  – Synth Instances: 127
  – Chip Area, Yosys: 1320 um^2
  – Ys cells: 127
  – Seq share, synth: 48.6%
  – Top cells by area: dfxtp_1 49%, xor2_1 13%, xnor2_1 6.6%
  – Seq cells post-synth: 32
  – Count of cell types in the netlist: 24
  – Synth warn: 1
  – Syn avg cell area: 10.4 um^2

Run
  – OpenROAD warning count: 26
  – Max Cap Viol: 0

Setup path
  – Buf/Inv on CP: 1
  – Critical path class: register to output pin
  – Cell chain of the critical path: clkdlybuf4s50_1
  – Critical Path RT: 4320 ps
  – Critical path's slowest cell: clkdlybuf4s50_1
  – CP top delay family: buffers and inverters
  – CP max stage delay: 520 ps
  – Worst-path fanout max: 6
  – CP Capture Type: output pin
  – CP arrival: 1240 ps
  – Crit start category: register

Final timing
  – Fin crit period: 2320 ps
  – Tightest Pin Transition: 577 ps
  – Max-slew violations: 0
  – Setup_tns: 0 ps
  – Unrepaired setup endpoints after global routing: false
  – FMAX: 0.432 GHz
  – Final Cycle Share: 42.9%
  – Final Hold Fails: 0
  – Final setup viols: 0
  – Final Skew: 10.4 ps
  – Slew headroom: 61.4%

Clock tree
  – Deepest clock path buffer count: 2
  – Hold buffers post-CTS: 0
  – CTS buffer count: 5
  – CTS tree: yes
  – CTS resizes: 0
  – Sink Count: 32
  – Clock transition at path regs: 60 ps
  – Post-CTS setup buffer count: 0
  – Insertion Delay late pin: 280 ps
  – H-tree levels: 2
  – Clk root buf: clkbuf_8

Power
  – Switching power: 0.0000865 W
  – Internal Pwr Total: 0.000373 W
  – Final Power: 0.000459 W
  – Cell leakage power: 0.714 nW
  – Seq pwr share: 51.4%
  – Gate power share: 0%
  – Worst vdd ir: 0.122 mV
  – Power Density: 248 nW/um^2
  – Clk pwr share: 48.6%
  – Sw frac: 18.8%

Placed design
  – Port buffer count: 32
  – Routability congestion estimate: 0.709
  – Final HPWL DP: 2200 um

Status
  – Status: finished, final reports clean

Hold path
  – HP Class: register to register
[per-stage QoR]
step / instances / hold WS [ps] / worst slack [ps] / instance area [um^2]
final: 268 / 449 / 3080 / 1850
after global routing: 268 / 484 / 3010 / 1850
after CTS: 268 / 454 / 3070 / 1850
after detailed placement: 260 / 433 / 3380 / 1750
after global placement: 260 / 430 / 3390 / 1750
after floorplan: 127 / 394 / 3830 / 1320
[per-layer routing]
layer / track usage [%] / vias up
met4: 0.521 / 0
met5: 0 / -
met1: 5.92 / 433
li1: - / 504
met3: 2.79 / 2
met2: 7.00 / 29
[cell type report]
| cell class | count | area (um^2) | share of cell area (%) |
|---|---|---|---|
| clock buffers | 6 | 72.6 | 3.92 |
| clock inverters | 2 | 35.0 | 1.89 |
| inverters | 5 | 18.8 | 1.01 |
| multi-input cells | 86 | 634 | 34.2 |
| flip-flops and latches | 32 | 641 | 34.6 |
| well taps | 105 | 131 | 7.09 |
| repair buffers | 32 | 320 | 17.3 |
[cells by family after synthesis]
logic type / Yosys count / synth area share, %
buffers and inverters: 9 / 3.32
DFF: 32 / 48.6
xor gates and xnor gates: 30 / 19.9
and+or+nand+nor: 55 / 27.2
adders and majority gates: 1 / 0.949
[cell usage in the layout, fill, tap and decap left out]
master / synthesis / final
nor4_1: 4 / 4
or3_1: 1 / 1
nand4_1: 3 / 3
xnor2_1: 10 / 10
nor3_1: 4 / 4
nor3b_1: 1 / 1
or3_4: 1 / 1
ha_1: 1 / 1
clkbuf_1: 0 / 1
nand2b_1: 1 / 1
nor4_4: 1 / 1
nor4_2: 5 / 5
xor2_1: 20 / 20
clkinv_2: 0 / 1
bufinv_16: 0 / 1
and4_1: 4 / 4
dfxtp_1: 32 / 32
nand3_2: 2 / 2
and3_1: 2 / 2
clkdlybuf4s50_1: 0 / 32
clkbuf_8: 0 / 5
nand2_1: 9 / 9
nor2_1: 6 / 6
or2_2: 1 / 1
inv_1: 5 / 5
nand3_1: 10 / 10
[final timing paths]
path / startpoint / to / slack [ps] / cells after the start
min reg2reg: divided_clocks[0] / divided_clocks[0] / 450 / 1
max: divided_clocks[2] / divided_clocks[2] / 3080 / 1
min: divided_clocks[0] / divided_clocks[0] / 450 / 1
max reg2reg: divided_clocks[0] / divided_clocks[28] / 3510 / 5
[synthesized netlist by cell type]
library cell / n
nand4_1: 3
buf_2: 2
buf_6: 1
ha_1: 1
nand3_2: 2
xnor2_1: 10
dfxtp_1: 32
nor4_2: 5
or2_2: 1
buf_1: 1
or3_1: 1
nand2b_1: 1
or3_4: 1
nor2_1: 6
nor3b_1: 1
nand3_1: 10
and3_1: 2
nand2_1: 9
nor4_4: 1
xor2_1: 20
nor3_1: 4
inv_1: 5
nor4_1: 4
and4_1: 4
[power groups by stage]
stage / Combinational [W] / Sequential [W] / Clock [W]
after CTS: 0.000000000401 / 0.000236 / 0.000232
after global routing: 0.000000000401 / 0.000236 / 0.000240
final: 0.000000000401 / 0.000236 / 0.000223
No activity file was given, so power comes from the tool's default toggle rates.
