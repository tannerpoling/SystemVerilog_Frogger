**flow/design.v**
```verilog
module seg7 (bcd, leds);
 input  logic [3:0] bcd;
 output logic [6:0] leds;
 always_comb begin
   case (bcd)
     4'b0000: leds = ~(7'b0111111);  
     4'b0001: leds = ~(7'b0000110);  
     4'b0010: leds = ~(7'b1011011);  
     4'b0011: leds = ~(7'b1001111);  
     4'b0100: leds = ~(7'b1100110);  
     4'b0101: leds = ~(7'b1101101);  
     4'b0110: leds = ~(7'b1111101);  
     4'b0111: leds = ~(7'b0000111);  
     4'b1000: leds = ~(7'b1111111);  
     4'b1001: leds = ~(7'b1101111);  
	  4'b1111: leds = ~(7'b0000000);  
     default: leds = 7'bX;
   endcase
 end
endmodule
module seg7_testbench();
	logic [3:0] bcd;
	logic [6:0] leds;
	seg7 dut (.bcd, .leds);
	integer i;
	initial begin
		for(i = 0; i < 9; i++) begin
			bcd[3:0] = i; #10;
		end
	bcd[3:0] = 4'b1111;
	end
endmodule
```
**flow/constraint.sdc**
```tcl
current_design seg7

set clk_period 1.0
set clk_io_pct 0.2

create_clock -name clk0 -period $clk_period

set non_clock_inputs [all_inputs -no_clocks]
set_input_delay [expr $clk_period * $clk_io_pct] -clock clk0 $non_clock_inputs
set_output_delay [expr $clk_period * $clk_io_pct] -clock clk0 [all_outputs]
```
**flow/config.mk**
```make
export PLATFORM = sky130hd
export DESIGN_NAME = seg7
export DESIGN_NICKNAME = seg7
export VERILOG_FILES = /design/flow/design.v
export SDC_FILE = /design/flow/constraint.sdc
export NUM_CORES = 4
export LEC_CHECK = 1
export CORE_AREA = 10 10 70 70
export DIE_AREA = 0 0 80 80
```
**flow/run.sh**
```bash
#!/bin/bash
# OpenROAD 26Q1-2900-gdf79404cd8, Yosys 0.63+post, stock flow scripts
make -C /OpenROAD-flow-scripts/flow DESIGN_CONFIG=/design/flow/config.mk WORK_HOME=/design/flow/orfs finish
```
==> results_slide.txt <==
Implementation Results

Global routing
  – Antenna violations before repair: 0
  – Vias in the first global route: between 200 and 250
  – Pin count of the biggest net entering global routing: 10
  – Gr ovfl total: 0
  – Total track usage: roughly 2.2%
  – First-pass GRT wire length: roughly 1200 µm

Detailed routing
  – Via count: about 210
  – Routed met3 length: 208 µm
  – Top metal layer carrying routed signals: met3
  – Starting DRT DRC Count: 8
  – Post-route antenna net violation count: 0
  – Ant diodes: 0
  – WL met2: around 220 µm
  – First-pass iteration count of the detailed router: 2
  – Average detailed-routed wire length per instance: between 8 and 9 µm
  – Number of vias per cell after detailed routing: around 2.5
  – DRC violations left: 0
  – Sum of routed wire length over all layers: about 700 µm
  – Wire length on met1: roughly 270 µm

Timing
  – RSZ-0062 raised after global routing: yes
  – Upper clock frequency limit: between 0.8 and 0.9 GHz
  – Clock period minus worst slack: between 1 and 1.5 ns
  – Max Slew Vio Count: 0
  – Worst relative slew slack: between 80% and 90%
  – Number of setup violations in the final report: 7
  – Part of the cycle the worst path needs: 118.6%
  – Summed negative setup slack over all endpoints: -0.8037 ns
  – Number of failing hold endpoints at the final stage: 0
  – Slew at the pin with the worst max-slew slack: 0.2002 ns
  – Post-layout worst setup margin: -0.1863 ns

Floorplan
  – Die boundary width: about 80 µm
  – Die span in y: roughly 80 µm
  – Standard cell core area: 3416 µm²
  – Full die area: 6400 µm²
  – Core Util at FP: 5.495%
  – Site Rows: 21
  – # IOs: 11

Yosys
  – Synthesis Warnings: 1
  – Mean instance size in the synthesized netlist: ~8.5 µm²
  – Yosys stat chip area: between 150 and 200 µm²
  – Post-synthesis simple-gate area fraction: between 10% and 20%
  – Share of synthesized cell area in and-or and or-and compound cells: a little under a third
  – Biggest area consumer among synthesized cells: ha_1
  – Mux cell area share after synthesis: ~8.0%
  – Adder Area Share: 33.33%
  – Number of cells produced by synthesis: 22
  – Yosys top cell by instances: ha_1
  – Area share of xor/xnor cells in the synthesized design: 0%
  – Largest family of logic cells by area: adder cells
  – Top post-synthesis cells by area: ha_1 33%, o21ai_0 8.0%, mux2_4 8.0%
  – Post-Synthesis Cell Area: 187.7 µm²
  – Post-synth seq share: 0%
  – Yosys Instances: 22
  – Library cells used by synthesis: 14
  – Most numerous cell types in the synthesized netlist: 5 x ha_1, 3 x o21ai_0, 2 x inv_1, 2 x o31ai_1
  – Fraction of synthesized cell area taken by the top area cell type: 33.33%

Final layout
  – Multi-input logic area: around 230 µm²
  – FF/Latch Area: 0 µm²
  – Post-route standard cell area excluding fillers: 429.2 µm²
  – Area growth, synth to finish: 128.7%
  – Share of final-layout standard cells stronger than drive strength 1: about four fifths
  – CLK BUF: 0
  – Sequential cell count of the final layout: 0
  – Post-route insts no fill: between 80 and 90
  – Final design utilization: around 13%
  – Fill cell count: between 300 and 400

Placed design
  – Placed Cells: roughly 80
  – Area after detailed placement: about 360 µm²
  – Weighted congestion at the end of routability-driven global placement: 0.7256
  – Worst-case setup slack after placement: -0.9523 ns
  – PortBufs: 11

Run
  – Tool warnings: 38
  – Max capacitance violation total: 0

Worst setup path
  – Endpoint type of the worst setup path: output port
  – Type of the worst setup path: in -> out
  – Signal arrival time at the worst endpoint: roughly 0.99 ns
  – Delay of the slowest cell on the worst path: about 0.15 ns
  – Cell with the largest stage delay on the worst path: ha_4
  – Biggest fanout along the worst timing path: 3
  – Crit path launch type: input pin
  – Critical path cell sequence: buf_8 > buf_6 > ha_4 > o21ai_2 > buf_4 > o31ai_2 > buf_2
  – Worst Path Required: about 0.80 ns

Power and ir drop
  – Power per cell area: between 300 and 400 nW/µm²
  – Largest vdd supply drop: 0.05362 mV
  – Reported leakage power: 0.0001742 µW

Run status
  – Failing checks: setup timing
  – Outcome: complete, but fails checks

CTS
  – Cts-stage hold buffer count: 0

Hold path
  – HP Class: in -> out
==> cells by family (layout without fill, tap and decap cells) <==
| group | count (synthesis) | after routing |
|---|---|---|
| AND-OR/OR-AND | 8 | 8 |
| adder cells (fa/ha/maj) | 5 | 5 |
| AND/OR/NAND/NOR | 4 | 4 |
| multiplexers | 1 | 1 |
| buffers and inverters | 4 | 18 |
==> cell type report <==
| type | instances | area share [%] |
|---|---|---|
| Inverter | 2 | 3.499 |
| Multi-Input combinational cell | 18 | 52.77 |
| Tap cell | 46 | 13.41 |
| Timing Repair Buffer | 16 | 30.32 |
==> worst max-delay path: cells and delay by family <==
| family | cells | cell delay (ns) |
|---|---|---|
| adder cells (fa/ha/maj) | 1 | 0.15 |
| AND-OR/OR-AND | 2 | 0.17 |
| buffers and inverters | 4 | 0.47 |
==> what timing repair did <==
action	in CTS	in global routing
buffers inserted	1	1
resized	65	5
endpoints found under the setup margin	7	7
pin swaps	5	4
==> layer usage <==
metal	up-vias	global-route usage (%)
met5	-	0
met4	0	0
met3	0	2.727
met2	11	2.488
met1	92	2.637
li1	105	-
==> layout by cell type (no fill, tap or decap), types with 2 or more instances in the layout <==
cell type  Yosys  final
buf_4          1      2
o21ai_2        0      2
buf_8          0      2
buf_6          1      4
buf_2          0      7
ha_4           0      4
==> worst paths after layout <==
check  startpoint  endpoint  cells after the start
max        bcd[0]   leds[5]                      7
min        bcd[1]   leds[6]                      4
==> stage by stage <==
step                      hold slack (ns)  power [µW]
after floorplan                    0.4339       51.11
after global placement              1.481       125.9
after detailed placement            1.466       127.0
after CTS                          0.7728       138.3
after global routing               0.8013       166.1
final                              0.7618       149.8
==> power breakdown <==
part           internal, µW  switching, µW  total (µW)
Sequential                0              0           0
Combinational          86.4           63.4         150
Clock                     0              0           0
Power and IR drop assume default switching activity.
