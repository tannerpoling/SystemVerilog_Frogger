===== ./design.v =====
module seg7enable (bcd, leds);
 input  logic [3:0] bcd;
 output logic [6:0] leds;
 always_comb begin
   case (bcd)
     4'b0000: leds = ~(7'b0111111);  
     4'b0001: leds = ~(7'b0000110);  
     4'b0010: leds = ~(7'b1011011);  
     4'b0011: leds = ~(7'b1001111);  
     4'b0100: leds = ~(7'b1100110);  
     4'b0101: leds = ~(7'b1101101);  
     4'b0110: leds = ~(7'b1111101);  
     4'b0111: leds = ~(7'b0000111);  
     4'b1000: leds = ~(7'b1111111);  
     4'b1001: leds = ~(7'b1101111);  
     default: leds = 7'bX;
   endcase
 end
endmodule

===== ./run.sh =====
#!/bin/bash
# OpenROAD 26Q1-2900-gdf79404cd8, Yosys 0.63+post, stock flow scripts
make -C /OpenROAD-flow-scripts/flow DESIGN_CONFIG=/design/flow/config.mk WORK_HOME=/design/flow/orfs finish

===== ./config.mk =====
export PLATFORM = sky130hd
export DESIGN_NAME = seg7enable
export DESIGN_NICKNAME = seg7enable
export VERILOG_FILES = /design/flow/design.v
export SDC_FILE = /design/flow/constraint.sdc
export NUM_CORES = 4
export LEC_CHECK = 1
export CORE_AREA = 10 10 70 70
export DIE_AREA = 0 0 80 80

===== ./constraint.sdc =====
current_design seg7enable

set clk_period 1.2
set clk_io_pct 0.2

create_clock -name clk0 -period $clk_period

set non_clock_inputs [all_inputs -no_clocks]
set_input_delay [expr $clk_period * $clk_io_pct] -clock clk0 $non_clock_inputs
set_output_delay [expr $clk_period * $clk_io_pct] -clock clk0 [all_outputs]

==> flow_metrics.tcl <==
# yosys + openroad results
set metrics [dict create \
    status "completed" \
    syn-mean-instance-area_um2 7.39 \
    critPathArrivalTime_ns 0.95 \
    core_area_um2 3420 \
    slew_violations 0 \
    cp_max_fo 3 \
    grt_pass1_vias 217 \
    ys.warnings.count 1 \
    setup-tns-final_ns 0 \
    drt-pass1-iter-count 2 \
    holdBufCountCts 0 \
    rows 21 \
    grt_max_degree 9 \
    period_needed_ns 1.19 \
    antenna_found_initial 0 \
    syn2layout_area_growth_pct 194 \
    crit_chain "buf_8 > inv_8 > ha_2 > or2_1 > a21oi_2 > buf_2" \
    die_y_um 80 \
    ys_cells 21 \
    hold_slack_ns 0.801 \
    finalSetupViolCount 0 \
    slowest_stage "or2_1" \
    slowest_delay_ns 0.22 \
    hold_violations 0 \
    startpoint "bcd[0]" \
    yosys-stat-area_um2 155 \
    io_buffers 11 \
    power.leakage_uw 0.000184 \
    core_util_floorplan_pct 4.54 \
    clock.fmax_ghz 0.839 \
    critPathRequiredTime_ns 0.96 \
    die_w_um 80 \
    antenna_cells 0 \
    powerDensity_nw_per_um2 257 \
    wl_um 643 \
    ant_nets 0 \
    place.gp.congestion 0.659 \
    yosys.cell_types.count 10 \
    cap_violations 0 \
    grt_setup_unrepaired "true" \
    flop-count 0 \
    crit_type "primary input to output port" \
    path_buffers 3 \
    ys_seq_share_pct 0 \
    grt_overflow_total 0 \
    dp_slack_ns -0.898 \
    finalCritPeriodShare_pct 99.4 \
    nClkBuffers 0 \
    synth_area_um2 155 \
    wire_per_inst_um 7.65 \
    fin_ws_ns 0.00749 \
    drcViolationCount 0 \
    pin_count 11 \
    vias 205 \
    fill_cells 396 \
    synthCells 21 \
    worst_pin_slew_ns 0.104 \
    startpoint_type "primary input" \
    critPathCapture "leds[5]" \
    cp.depth 6 \
    layout-drive-gt1-share_pct 84.2 \
    path_delay_family "buffers and inverters" \
    vias_per_cell 2.44 \
    hp-class "primary input to output port" \
    dp_hpwl_um 506 \
    seqCellArea_um2 0 \
    crit_path_end_kind "output port" \
    chipArea_um2 6400 \
    worstHoldPathCells 3 \
    ir_drop_mv 0.0407 \
    slew-limit-headroom_pct 92.9 \
    drt_iter0_markers 2 \
    warnings 38 \
    grt.total_usage_pct 1.94 \
    grt_pass1_wl_um 1010 \
]
how the worst min path moves through the flow:
stage                 slack [ns]      end   start
after global routing        0.82  leds[2]  bcd[3]
final                       0.80  leds[2]  bcd[3]
after CTS                   0.81  leds[2]  bcd[3]
synth_stat cells:
| library cell | instances | area (um^2) |
|---|---|---|
| and2_1 | 1 | 6.26 |
| nor3b_1 | 1 | 7.51 |
| nand2_1 | 2 | 7.51 |
| mux2i_1 | 1 | 10.0 |
| inv_1 | 2 | 7.51 |
| ha_1 | 5 | 62.6 |
| nor2b_2 | 1 | 8.76 |
| nand2b_1 | 2 | 12.5 |
| a21oi_1 | 4 | 20.0 |
| or2_1 | 2 | 12.5 |
final cells by class:
type	count	area, um^2	share of cell area [%]
repair buffers	17	135	29.6
inverters	2	22.5	4.93
well taps	46	57.6	12.6
multi-input cells	19	241	52.9
routing by layer:
layer / GRT usage (%) / routed length, um / vias to the layer above / part of all wire [%]
met1: 2.18 / 240 / 95 / 37
met2: 3.85 / 355 / 5 / 55
li1: - / - / 105 / -
met3: 0.341 / 47 / 0 / 7.3
met4: 0 / 0 / 0 / 0
met5: 0 / 0 / - / 0
cell families after synthesis:
| family | count (synthesis) | synth area share [%] |
|---|---|---|
| adders and majority gates | 5 | 40.3 |
| muxes | 1 | 6.45 |
| and+or+nand+nor | 9 | 35.5 |
| AOI/OAI and AO/OA | 4 | 12.9 |
| buffers and inverters | 2 | 4.84 |
power breakdown:
group / switching, uW / internal (uW) / leakage (uW)
registers: 0 / 0 / 0
logic: 48.6 / 68.9 / 0.000184
clock network: 0 / 0 / 0
cell usage in the layout, fill, tap and decap left out:
cell type        n
buf_4            4
nand2_1          1
buf_6            2
clkbuf_2         1
ha_2             1
mux2i_1          1
nor3b_2          1
nor2b_4          1
ha_4             4
buf_2            6
or2_1            2
a21oi_2          3
and2_4           1
clkdlybuf4s15_1  1
clkbuf_4         1
buf_8            2
inv_8            2
a21oi_1          1
nand2b_4         2
nand2_2          1
per-stage QoR:
stage                     instance area (um^2)  power, uW  utilization (%)  cells
after floorplan                            155       23.5                -     21
after global placement                     360       86.6             10.5     83
after detailed placement                   360       87.5             10.5     83
after CTS                                  414        104             12.1     84
after global routing                       457        129             13.4     84
final                                      457        118             13.4     84
timing repair:
| item | CTS | global route |
|---|---|---|
| hold endpoints to repair | 0 | 0 |
| pin swaps | 7 | 4 |
| endpoints found under the setup margin | 7 | 7 |
| buffers inserted | 1 | 0 |
| gates resized | 59 | 11 |
No activity file was given, so power comes from the tool's default toggle rates.
